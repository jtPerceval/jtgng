==> ./design.v <==
module jtbiocom_dwnld(
    input                clk,
    input                downloading,
    input      [21:0]    ioctl_addr,
    input      [ 7:0]    ioctl_dout,
    input                ioctl_wr,
    output reg [21:0]    prog_addr,
    output     [15:0]    prog_data,
    output reg [ 1:0]    prog_mask,  
    output reg [ 1:0]    prog_ba,
    output reg           prog_we,
    output               prog_rd,
    output     [ 1:0]    prom_we,
    input                sdram_ack,
    input                data_ok,
    input      [15:0]    sdram_dout,
    output reg           dwnld_busy = 1'b0
);
wire         convert;
wire [21:0]  dwnld_addr, obj_addr;
wire [ 7:0]  dwnld_data, obj_data;
wire [ 1:0]  dwnld_mask, obj_mask, dwnld_ba;
wire         dwnld_we, obj_we;
reg  [ 7:0]  pre_data;
reg          last_convert;
assign prog_data = {2{pre_data}};
always @(posedge clk) begin
    last_convert <= convert;
    if( downloading ) begin
        prog_addr <= dwnld_addr;
        pre_data  <= dwnld_data;
        prog_mask <= dwnld_mask;
        prog_we   <= dwnld_we;
        prog_ba   <= dwnld_ba;
        dwnld_busy<= 1'b1;
    end else if(convert) begin
        prog_addr <= obj_addr;
        pre_data  <= obj_data;
        prog_mask <= obj_mask;
        prog_we   <= obj_we;
        prog_ba   <= 2'b11;
    end else begin
        prog_we   <= 1'b0;
        prog_mask <= 2'b11;
        if(last_convert) begin
            dwnld_busy<= 1'b0;
        end
    end
end
jtbiocom_prom_we u_prom_we(
    .clk         (  clk          ),
    .downloading (  downloading  ),
    .ioctl_addr  (  ioctl_addr   ),
    .ioctl_dout  (  ioctl_dout   ),
    .ioctl_wr    (  ioctl_wr     ),
    .prog_addr   (  dwnld_addr   ),
    .prog_data   (  dwnld_data   ),
    .prog_mask   (  dwnld_mask   ),
    .prog_we     (  dwnld_we     ),
    .prog_ba     (  dwnld_ba     ),
    .prom_we     (  prom_we      ),
    .sdram_ack   (  sdram_ack    )
);
jtgng_obj32 #(
    .OBJ_START ( 22'h10_0000 ),
    .OBJ_END   ( 22'h12_0000 ))
u_obj32(
    .clk         (  clk          ),
    .downloading (  downloading  ),
    .sdram_dout  (  sdram_dout   ),
    .convert     (  convert      ),
    .prog_addr   (  obj_addr     ),
    .prog_data   (  obj_data     ),
    .prog_mask   (  obj_mask     ),  
    .prog_we     (  obj_we       ),
    .prog_rd     (  prog_rd      ),
    .sdram_ack   (  sdram_ack    ),
    .data_ok     (  data_ok      )
);
endmodule
module jtbiocom_prom_we(
    input                clk,
    input                downloading,
    input      [21:0]    ioctl_addr,
    input      [ 7:0]    ioctl_dout,
    input                ioctl_wr,
    output reg [21:0]    prog_addr,
    output reg [ 7:0]    prog_data,
    output reg [ 1:0]    prog_mask,  
    output reg           prog_we,
    output reg [ 1:0]    prog_ba,
    output reg [ 1:0]    prom_we,
    input                sdram_ack
);
localparam MAIN0_ADDR  = 22'h0_0000;
localparam MAIN1_ADDR  = 22'h2_0000;
localparam SND_ADDR    = 22'h4_0000;
localparam CHAR_ADDR   = 22'h4_8000;
localparam SCR1ZW_ADDR = 22'h5_0000;
localparam SCR2ZW_ADDR = 22'h7_0000;
localparam SCR1XY_ADDR = 22'h8_0000;
localparam SCR2XY_ADDR = 22'hA_0000;
localparam OBJWZ_ADDR0 = 22'hB_0000;
localparam OBJXY_ADDR0 = 22'hC_0000;
localparam OBJWZ_ADDR1 = 22'hD_0000;
localparam OBJXY_ADDR1 = 22'hE_0000;
localparam MCU_ADDR    = 22'hF_0000;
localparam PROM_ADDR   = 22'hF_1000;
reg  [3:0] scr_msb;
reg       set_strobe=1'b0, set_done=1'b0;
reg [1:0] prom_we0 = 2'd0;
always @(*) begin : scr_offcalc
    reg [3:0] scr_aux;
    scr_aux = ioctl_addr[19:16]-4'd5;
    case( scr_aux )
        4'd0,4'd3: scr_msb[2:0] = 3'd0;
        4'd1,4'd4: scr_msb[2:0] = 3'd1;
        4'd2,4'd5: scr_msb[2:0] = 3'd2;
        default:   scr_msb[2:0] = 3'd3;
    endcase
    scr_msb[3] = scr_aux>=4'd3;
end
always @(posedge clk) begin
    prom_we <= 2'd0;
    if( set_strobe ) begin
        prom_we <= prom_we0;
        set_done <= 1'b1;
    end else if(set_done) begin
        set_done <= 1'b0;
    end
end
reg obj_part;
wire insnd  = ioctl_addr<CHAR_ADDR;
wire inscr2 = scr_msb[1];
always @(posedge clk) begin
    if( set_done ) set_strobe <= 1'b0;
    if ( ioctl_wr ) begin
        prog_we   <= 1'b1;
        prog_data <= ioctl_dout;
        if( ioctl_addr[19:16] < SND_ADDR[19:16] ) begin  
            prog_addr <= {1'b0, ioctl_addr[16:0]};  
            prog_mask <= ioctl_addr[17]==1'b1 ? 2'b10 : 2'b01;
            prog_ba   <= 2'd0;
        end
        else if(ioctl_addr[19:16] < SCR1ZW_ADDR[19:16]) begin  
            prog_addr <= {8'b0, ioctl_addr[14:1]};
            prog_mask <= {ioctl_addr[0], ~ioctl_addr[0]} ^ {2{insnd}};
            prog_ba   <= insnd ? 2'd1 : 2'd2;
        end
        else if(ioctl_addr[19:16] < OBJWZ_ADDR0[19:16] ) begin  
            prog_mask <= scr_msb[3] ? 2'b01 : 2'b10;
            prog_addr <= { 1'b0, ~inscr2, {1'b0, scr_msb[2:0]},
                inscr2 ?
                ioctl_addr[15:0] :  
                { ioctl_addr[15:6],  
                  ioctl_addr[4:1],
                  ioctl_addr[5],
                  ioctl_addr[0] }
                };
            prog_ba <= inscr2 ? 2'd3 : 2'd2;
        end
        else if(ioctl_addr[19:16] < MCU_ADDR[19:16] ) begin  
            prog_mask <= ioctl_addr[16] ? 2'b10 : 2'b01;
            prog_addr <= { 5'h08,
                ioctl_addr[15:5],
                ioctl_addr[3:0],
                ioctl_addr[4],
                ioctl_addr[17]^ioctl_addr[16] };  
            prog_ba <= 2'd3;
        end
        else begin  
            prog_addr <= ioctl_addr;
            prog_we   <= 1'b0;
            prog_mask <= 2'b11;
            prom_we0  <= ioctl_addr[12] ? 2'b10 : 2'b01;
            set_strobe<= 1'b1;
        end
    end
    else if(!downloading || sdram_ack) begin
        prog_we  <= 1'b0;
        prom_we0 <= 2'd0;
    end
end
endmodule  
module jtgng_obj32(
    input                clk,
    input                downloading,
    input      [15:0]    sdram_dout,
    output reg           convert,
    output reg [21:0]    prog_addr,
    output reg [ 7:0]    prog_data,
    output reg [ 1:0]    prog_mask,  
    output reg           prog_we,
    output reg           prog_rd,
    input                sdram_ack,
    input                data_ok
);
parameter [21:0] OBJ_START=22'h20_0000;
parameter [21:0] OBJ_END  =22'h24_0000;
localparam OBJ_END1 = OBJ_END;
reg [31:0] obj_data;
reg last_down, wait_ack;
reg [7:0]  state;
localparam RW=3;
reg [RW-1:0] rfsh_wait;
always @(posedge clk ) begin
    last_down <= downloading;
    if( downloading ) begin
        prog_addr <= 22'd0;
        prog_data <= 8'd0;
        prog_mask <= 2'd0;
        prog_we   <= 1'b0;
        state     <= 8'h1;
        prog_rd   <= 1'b0;
        convert   <= 1'b0;
        wait_ack  <= 1'b0;
        rfsh_wait <= 0;
    end else begin
        if( !downloading && last_down ) begin
            prog_addr <= OBJ_START;
            convert   <= 1'b1;
            state     <= 8'h1;
            wait_ack  <= 1'b0;
        end
        else if( convert && prog_addr < OBJ_END1 )  begin
            if( sdram_ack ) begin
                prog_rd <= 1'b0;
                prog_we <= 1'b0;
            end
            if(!wait_ack || (wait_ack && data_ok) ) state <= state<<1;
            case( state )
                8'd1: begin  
                    prog_mask    <= 2'b11;
                    prog_we      <= 1'b0;
                    prog_rd      <= 1'b1;
                    prog_addr[0] <= 1'b0;
                    wait_ack     <= 1'd1;
                end
                8'd2: if( data_ok ) begin
                    obj_data[31:16] <= sdram_dout;
                    prog_mask    <= 2'b11;
                    prog_we      <= 1'b0;
                    prog_rd      <= 1'b1;
                    prog_addr[0] <= 1'b1;
                end
                8'd4: if( data_ok ) begin
                    obj_data[15:0] <= sdram_dout;
                    prog_rd         <= 1'b0;
                    wait_ack        <= 1'd0;
                end
                8'd8: begin
                    prog_addr[0] <= 1'b0;
                    prog_data    <= { obj_data[7+8:4+8], obj_data[7:4]};
                    prog_mask    <= 2'b10;
                    prog_we      <= 1'b1;
                    wait_ack     <= 1'd1;
                end
                8'h10: if( data_ok ) begin
                    prog_addr[0] <= 1'b0;
                    prog_data <= { obj_data[7+24:4+24], obj_data[7+16:4+16]};
                    prog_mask <= 2'b01;
                    prog_we   <= 1'b1;
                end
                8'h20: if( data_ok )  begin
                    prog_addr[0] <= 1'b1;
                    prog_data <= { obj_data[3+8:0+8], obj_data[3:0]};
                    prog_mask <= 2'b10;
                    prog_we   <= 1'b1;
                end
                8'h40: if( data_ok )  begin
                    prog_addr[0] <= 1'b1;
                    prog_data <= { obj_data[3+24:0+24], obj_data[3+16:0+16]};
                    prog_mask <= 2'b01;
                    prog_we   <= 1'b1;
                end
                8'h80: if( data_ok ) begin
                    prog_addr[21:1] <= prog_addr[21:1]+21'h1;
                    prog_addr[0]    <= 1'b0;
                    prog_we   <= 1'b0;
                    wait_ack  <= 1'd0;
                end
                default: begin  
                    rfsh_wait <= rfsh_wait+1'd1;
                    if( !rfsh_wait[RW-1] ) state <= 1;
                end
            endcase
        end else convert<=1'b0;
    end
end
endmodule
==> ./run.sh <==
#!/bin/bash
# OpenROAD 26Q1-2900-gdf79404cd8, Yosys 0.63+post, stock flow scripts
make -C /OpenROAD-flow-scripts/flow DESIGN_CONFIG=/design/flow/config.mk WORK_HOME=/design/flow/orfs finish
==> ./config.mk <==
export PLATFORM = sky130hd
export DESIGN_NAME = jtbiocom_dwnld
export DESIGN_NICKNAME = jtbiocom_dwnld
export VERILOG_FILES = /design/flow/design.v
export SDC_FILE = /design/flow/constraint.sdc
export NUM_CORES = 4
export LEC_CHECK = 1
export CORE_UTILIZATION = 40
==> ./constraint.sdc <==
current_design jtbiocom_dwnld

set clk_period 3.6
set clk_io_pct 0.2

create_clock -name clk0 -period $clk_period [get_ports {clk}]

set non_clock_inputs [all_inputs -no_clocks]
set_input_delay [expr $clk_period * $clk_io_pct] -clock clk0 $non_clock_inputs
set_output_delay [expr $clk_period * $clk_io_pct] -clock clk0 [all_outputs]
==> results.yml <==
# generated from flow reports
status:
  status: "completed"
critical_path:
  critPathMaxFanout: 13
  cp-startpoint: "ioctl_addr[16]"
  start_kind: "input port"
  crit_end: "u_prom_we.prog_addr[4]"
  r2r_slack_ns: 1.28
  crit_chain: "clkdlybuf4s50_1, buf_4, ha_1, o21a_1, nor2_1, a221oi_1, a21oi_1, o31ai_1"
  rr_worst_depth: 5
  rr_endpoint: "u_obj32.prog_mask[0]"
  crit_required_ns: 3.84
  slowest_stage: "a221oi_1"
  cp-end-kind: "flip-flop"
  timing.rr.start: "u_obj32.state[7]"
  crit_arrival_ns: 3.31
  worstSetupPathType: "input port to flip-flop"
  cpPeakStageDelay_ns: 0.71
sta:
  rsz0062_at_grt: "false"
  setup_viol: 0
  period_used_pct: 85.4
  tightest_slew_ns: 0.788
  skew_ns: 0.00852
  slew-limit-headroom_pct: 47.4
  hold_viol: 0
  tns_ns: 0
  drv_slew: 0
  fmax_mhz: 325
  holdWs_ns: 0.388
  period_needed_ns: 3.08
yosys:
  ys_top_cells_by_count: "edfxtp_1, nand2_1, nor2_1"
  yosysSeqAreaShare_pct: 56.0
  edf_count: 101
  ys_cells: 676
  top_cell: "edfxtp_1"
  syn_avg_cell_area_um2: 11.0
  top_area_share_pct: 40.7
  synth-area-yosys_um2: 7450
  syn_area_um2: 7450
  netlist_instances: 676
  largest_area_cell: "edfxtp_1"
  synth_cell_types: 69
  ys_ff: 158
  area_leaders: "edfxtp_1, dfxtp_1, nand2_1"
  async_reset_ff_share_pct: 0
  ys.flop_type: "edfxtp_1"
  yosysWarnings: 3
floorplanning:
  core-area_um2: 18100
  dieHeight_um: 139
  die_area_um2: 19200
  rows: 49
  ioPinCount: 98
  die_w_um: 139
  fp_util_pct: 41.2
global_route:
  grt_use_total_pct: 19.8
  grt_pass1_wl_um: 28400
  antenna_found_initial: 0
  globalRoute.totalOverflow: 0
  grt_max_degree: 39
  grt_pass1_vias: 5360
route:
  first_pass_iters: 23
  ant_nets: 0
  post-route-drc-count: 0
  routedWlPerCell_um: 17.4
  antenna_cells: 0
  drt_iter0_drc: 294
  drt-total-wl_um: 17600
  vias_per_cell: 5.42
  vias: 5489
cts:
  cts_setup_buffers: 0
  cts_buffer_depth: 2
  ctsResizeCount: 0
  holdBufCountCts: 0
  htree_levels: 4
  insertion_delay_ns: 0.42
  tritoncts: "done"
  cts_buffers: 17
  path_clk_slew_ns: 0.06
  cts_root_buf: "clkbuf_16"
  cts_num_sinks: 158
layout:
  drive_above_1_share_pct: 13.3
  syn2layout_area_growth_pct: 24.3
pwr:
  peakVddDrop_mv: 0.328
  p_leak_nw: 3.33
  power.density_nw_per_um2: 469
run:
  warning_count: 29
  max_cap_violations: 0
placement:
  portBuffers: 97
  dp_hpwl_um: 12300
  gp_congestion: 0.884
min_path:
  hold_class: "flip-flop to flip-flop"
  worstHoldStart: "u_prom_we.set_strobe"
==> layout by cell type (no fill, tap or decap), drive strengths merged, types with 6 or more instances in the layout <==
master         synthesis  layout
a2111oi                9       9
a211oi                15      15
a21oi                 23      23
a221o                  8       8
a31oi                 12      12
and2                  13      13
and3                  17      17
buf                   27      26
clkbuf                19      17
clkdlybuf4s50          0      95
dfxtp                 57      57
edfxtp               101     101
ha                     7       7
inv                   28      34
mux2                  21      21
mux2i                 15      15
nand2                 64      64
nand2b                 8       8
nand3                 13      13
nand4                  7       7
nor2                  61      61
nor2b                  7       7
nor3                  11      11
nor4                  15      15
o21ai                 32      32
xnor2                 17      17
xor2                   6       6
==> stage by stage <==
stage	setup slack [ns]	instance area (µm²)	power, mW	cells	utilization, %
5_1_grt	0.330	9260	4.51	1012	51.2
6_report	0.525	9260	4.34	1012	51.2
3_5_place_dp	0.137	8660	2.57	980	47.9
3_3_place_gp	0.150	8660	2.57	980	47.9
2_1_floorplan	0.241	7450	2.32	676	-
4_1_cts	0.573	9260	4.38	1012	51.2
==> layout make-up <==
type,count,area (µm²)
Fill cell,1531,8820
Sequential cell,158,4170
Multi-Input combinational cell,444,2950
Timing Repair Buffer,121,1140
Clock buffer,17,425
Tap cell,229,287
Clock inverter,15,178
Inverter,28,105
==> registers in the layout, indices dropped and copies added (netlist names), 3 cells and up <==
register,count
u_obj32.obj_data,32
prog_addr,22
u_obj32.prog_addr,22
u_prom_we.prog_addr,22
pre_data,8
u_obj32.prog_data,8
u_obj32.state,8
u_prom_we.prog_data,8
u_obj32.rfsh_wait,3
==> cell families (layout without fill, tap and decap cells) <==
| logic type | after synthesis | count (layout) | synth area share, % |
|---|---|---|---|
| AND/OR/NAND/NOR | 245 | 245 | 17.8 |
| flip-flops | 158 | 158 | 56.0 |
| AND-OR/OR-AND | 133 | 133 | 12.6 |
| buffers and inverters | 74 | 181 | 4.52 |
| multiplexers | 36 | 36 | 5.19 |
| XOR/XNOR | 23 | 23 | 2.70 |
| adder cells (fa/ha/maj) | 7 | 7 | 1.18 |
==> worst min-delay path by stage <==
stage	slack [ns]	to	cells past startpoint
after CTS	0.39	u_prom_we.set_done	0
after global routing	0.41	u_prom_we.set_done	0
final	0.39	u_prom_we.set_done	0
==> metal layers <==
metal	share of wire, %	vias to the layer above	GRT usage (%)
met4	1.4	0	2.72
met1	48	2641	32.2
li1	-	2673	-
met2	45	156	28.9
met5	0	-	0
met3	6.0	19	5.19
==> worst max-delay path, delay by kind of cell <==
family / cells / cell delay, ns
and+or+nand+nor: 1 / 0.11
AOI/OAI and AO/OA: 4 / 1.35
adders and majority gates: 1 / 0.49
buffers and inverters: 2 / 0.64
==> power by group <==
group	internal (mW)	switching, mW
Combinational	0.239	0.204
Clock	1.04	0.762
Sequential	2.05	0.0475
No activity file was given, so power comes from the tool's default toggle rates.
