[/design/flow/run.sh]
#!/bin/bash
# OpenROAD 26Q1-2900-gdf79404cd8, Yosys 0.63+post, stock flow scripts
make -C /OpenROAD-flow-scripts/flow DESIGN_CONFIG=/design/flow/config.mk WORK_HOME=/design/flow/orfs finish
[/design/flow/config.mk]
export PLATFORM = sky130hd
export DESIGN_NAME = jtgng_true_dual_ram
export DESIGN_NICKNAME = jtgng_true_dual_ram
export VERILOG_FILES = /design/flow/design.v
export SDC_FILE = /design/flow/constraint.sdc
export NUM_CORES = 4
export LEC_CHECK = 1
export CORE_UTILIZATION = 30
export SYNTH_MEMORY_MAX_BITS = 65536
[/design/flow/constraint.sdc]
current_design jtgng_true_dual_ram

set clk_period 38.4
set clk_io_pct 0.2

create_clock -name clk0 -period $clk_period [get_ports {clk}]

set non_clock_inputs [all_inputs -no_clocks]
set_input_delay [expr $clk_period * $clk_io_pct] -clock clk0 $non_clock_inputs
set_output_delay [expr $clk_period * $clk_io_pct] -clock clk0 [all_outputs]
[/design/flow/design.v]
module jtgng_true_dual_ram #(parameter dw=8, aw=10)(
    input   clk,
    input   clk_en,
    input   [dw-1:0] data_a,
    input   [dw-1:0] data_b,
    input   [aw-1:0] addr_a,
    input   [aw-1:0] addr_b,
    input   we_a,
    input   we_b,
    output reg [dw-1:0] q_a,
    output reg [dw-1:0] q_b
);
reg [dw-1:0] mem[0:(2**aw)-1];
always @(posedge clk) if(clk_en) begin
    q_a <= mem[addr_a];
    q_b <= mem[addr_b];
    if(we_a) mem[addr_a] <= data_a;
    if(we_b) mem[addr_b] <= data_b;
end
endmodule  
==> metrics.yaml <==
seqCellArea_mm2: 0.2465
worstSetupStartpoint: "addr_b[1]"
critical_path_arrival_ns: 17.20
power_density_mw_per_mm2: 39.02
period_used_pct: 42.07
period_needed_ns: 16.16
grt_overflow_total: 0
hold_buffers: 0
mostFrequentLayoutCell: "mux2_2"
slowest_delay_ns: 0.81
vias_per_cell: 6.118
ff_type: "edfxtp_1"
maxCapViolations: 3
synthCells: 36230
cts_sinks: 8208
syn2layout_area_growth_pct: 13.02
cts_tree: "built"
coreArea_mm2: 1.624
rrSetupSlack_ns: 33.31
drc: 0
finalHoldViolCount: 0
edf_count: 8208
ctsResizeCount: 0
layout_top_cells_excl_fill_tap: "mux2_2, edfxtp_1, mux2i_1"
die_y_mm: 1.279
end_kind: "flip-flop"
violations: "max-capacitance violations, max-slew violations"
yosys_area_mm2: 0.4889
antenna_found_initial: 383
post-route-util_pct: 34.01
ys_cells: 36230
syn_area_mm2: 0.4889
io_buffers: 55
critical_path_class: "input pin to flip-flop"
final_max_slew_viol_count: 13
yosysUniqueCellTypes: 69
finalClockSkew_ns: 0.09252
worst_pin_slew_ns: 1.603
holdCritPathClass: "flip-flop to flip-flop"
worst_ep_required_time_ns: 39.44
ctsHtreeMaxLevel: 6
postCtsSetupRepairBufs: 0
first_global_vias: 363700
nFillCells: 155700
track_usage_pct: 31.33
regToRegEndpoint: "q_b[6]"
rows: 468
relSlewSlack_pct: -6.847
wl_per_cell_um: 42.67
finalSetupViolCount: 0
cts_buffers: 934
syn_avg_cell_area_um2: 13.49
gp_congestion: 1.039
critPathLaunchType: "input pin"
peakVddDrop_mv: 0.04392
yosysWarnings: 1
die_x_mm: 1.279
path_clk_slew_ns: 0.06
reg2reg_from: "mem[346][6]"
fmax_mhz: 61.90
ios: 56
tns_ns: 0
path_max_fanout: 71
final-comb-area_mm2: 0.2266
root_buffer: "clkbuf_16"
antenna_left: 0
die_area_mm2: 1.635
fp_util_pct: 30.10
async_flop_share_pct: 0
layout-drive-gt1-share_pct: 37.54
clk_path_buf_depth: 5
route.final.wire_length_mm: 2508
dr_total_vias: 359600
first_iter_violations: 32000
grt_setup_unrepaired: "no"
cp_slowest_cell: "o2111ai_1"
dp_hpwl_mm: 1733
clk_latency_ns: 1.30
ff2ff_path_depth: 7
grt_max_degree: 93
crit_path_frequent_cell: "buf_4"
openroad.warnings: 29
firstDrtPassIters: 22
leakagePower_uw: 0.1866
outcome: "finished with violations"
ys_seq_share_pct: 50.42
grt_first_pass_wirelength_mm: 3310
path_cells: "buf_16 -> buf_4 -> buf_4 -> buf_4 -> buf_4 -> buf_4 -> buf_4 -> buf_4 -> buf_4 -> mux2i_1 -> o22ai_1 -> nor4_1 -> a31oi_1 -> nand4_1 -> o2111ai_1 -> buf_4 -> or3_1"
ys_ff: 8208
cp-endpoint: "q_b[7]"
[metrics by stage]
step                      std cells  hold WS (ns)  instance area [um2]  setup WS, ns  total power (uW)
after global placement        56140         1.145               519600         21.56             12380
final                         58780         1.175               552500         22.24             21560
after CTS                     57860         1.168               550200         22.75             21500
after global routing          58320         1.267               551400         22.45             21910
after detailed placement      56140         1.147               519600         21.45             12390
after floorplan               36230        0.8191               488900         27.80             11380
[synthesized netlist by cell type (39+ instances only)]
| cell | n | area [um2] |
|---|---|---|
| mux2_2 | 8222 | 92590 |
| edfxtp_1 | 8208 | 246500 |
| mux2i_1 | 6391 | 63970 |
| o22ai_1 | 3407 | 21310 |
| clkbuf_1 | 2946 | 11060 |
| nor2_1 | 979 | 3675 |
| mux4_2 | 921 | 20740 |
| buf_2 | 769 | 3849 |
| o21ai_0 | 671 | 3358 |
| nand2_1 | 663 | 2489 |
| nor2_2 | 492 | 3078 |
| nor4_1 | 451 | 2821 |
| buf_1 | 384 | 1441 |
| nor3_1 | 320 | 1602 |
| a22oi_1 | 271 | 2034 |
| nand3_1 | 165 | 825.8 |
| o2111ai_1 | 140 | 1226 |
| a31oi_1 | 126 | 788.3 |
| a211oi_1 | 105 | 788.3 |
| o22a_1 | 93 | 814.5 |
| nand4_1 | 74 | 462.9 |
| buf_4 | 62 | 465.5 |
| o211ai_1 | 39 | 292.8 |
[worst max-delay path: cells and delay by family]
| kind | cells | cell delay [ns] |
|---|---|---|
| buffers and inverters | 10 | 6.00 |
| AND/OR/NAND/NOR | 3 | 1.43 |
| AND-OR/OR-AND | 3 | 1.27 |
| multiplexers | 1 | 0.32 |
[power by group]
group	switching (uW)	internal (uW)
clock network	4020	5220
logic	1640	804
registers	14.7	9860
[area by class of cell]
| class | instances | share of cell area [%] |
|---|---|---|
| repair buffers | 2470 | 3.520 |
| clock inverters | 572 | 1.122 |
| well taps | 21620 | 4.896 |
| clock buffers | 1141 | 4.409 |
| flip-flops and latches | 8208 | 44.61 |
| diodes | 922 | 0.4176 |
| multi-input cells | 23840 | 41.02 |
| inverters | 4 | 0.004982 |
[worst min-delay path by stage]
stage	from	to	slack, ns	depth (start not counted)
5_1_grt	mem[664][2]	q_a[2]	1.27	7
4_1_cts	mem[664][6]	q_a[6]	1.17	7
6_report	mem[664][6]	q_a[6]	1.18	7
[flip-flops by register name, summed over array words and instances, names as in the netlist]
name and flops:
q_b 8, mem 8192, q_a 8
[cell families after synthesis]
kind of cell,after synthesis,share of synthesized area [%]
multiplexers,15530,36.27
AND/OR/NAND/NOR,3291,3.306
flip-flops,8208,50.42
AND-OR/OR-AND,5017,6.538
buffers and inverters,4177,3.469
[layer usage]
layer / global-route usage [%] / vias to the layer above / part of all wire [%]
li1: - / 143600 / -
met1: 33.18 / 183100 / 32
met2: 41.50 / 26350 / 41
met3: 24.64 / 6244 / 18
met4: 21.80 / 322 / 8.0
met5: 6.180 / - / 0.33
Power is estimated from default activity; no workload was simulated.
