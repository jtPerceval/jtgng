==> design/flow/design.v <==
module jtsectionz_prom_we(
    input                clk,
    input                downloading,
    input      [21:0]    ioctl_addr,
    input      [ 7:0]    ioctl_dout,
    input                ioctl_wr,
    output reg [21:0]    prog_addr,
    output reg [ 7:0]    prog_data,
    output reg [ 1:0]    prog_mask,  
    output reg           prog_we,
    input                sdram_ack,
    output reg [ 7:0]    game_cfg
);
parameter [21:0] CPU_OFFSET=22'h0;
parameter [21:0] SND_OFFSET=22'h0;
parameter [21:0] CHAR_OFFSET=22'h0;
parameter [21:0] SCR_OFFSET=22'h0;
parameter [21:0] OBJ_OFFSET=22'h0;
localparam START_BYTES  = 8;
localparam STARTW=8*START_BYTES;
localparam [21:0] FULL_HEADER = 32;
reg  [STARTW-1:0] starts;
wire       [15:0] snd_start, obj_start, scr_start, char_start;
assign obj_start  = starts[15: 0];
assign scr_start  = starts[31:16];
assign char_start = starts[47:32];
assign snd_start  = starts[63:48];
wire [21:0] bulk_addr  = ioctl_addr - FULL_HEADER;  
wire [21:0] cpu_addr   = bulk_addr ;  
wire [21:0] snd_addr   = bulk_addr - { snd_start,  8'd0 };
wire [21:0] char_addr  = bulk_addr - { char_start, 8'd0 };
wire [21:0] obj_addr   = bulk_addr - { obj_start,  8'd0 };
wire is_start = ioctl_addr > 7 && ioctl_addr < (8+START_BYTES);
wire is_cpu   = bulk_addr[21:8] < snd_start;
wire is_snd   = bulk_addr[21:8] < char_start && bulk_addr[21:8]>=snd_start;
wire is_char  = bulk_addr[21:8] < scr_start  && bulk_addr[21:8]>=char_start;
wire is_scr   = bulk_addr[21:8] < obj_start  && bulk_addr[21:8]>=scr_start;
reg [7:0] scr_buf;
reg [3:0] scr_rewr;
reg [31:0] prev_data;
reg [21:0] scr_addr;
always @(posedge clk) begin
    if ( ioctl_wr && downloading ) begin
        prev_data <= { ioctl_dout, prev_data[31:8] };
        if( is_scr ) begin
            if( ioctl_addr[1:0]==2'b11 ) begin
                scr_rewr <= 4'b1;
            end
        end else begin
            prog_data <= ioctl_dout;
            prog_addr <= is_cpu  ? bulk_addr[21:1] + CPU_OFFSET  : (
                         is_snd  ?  snd_addr[21:1] + SND_OFFSET  : (
                         is_char ? char_addr[21:1] + CHAR_OFFSET : (
                         { obj_addr[21:7],obj_addr[5:2],obj_addr[6], obj_addr[1] } + OBJ_OFFSET )));
            scr_rewr  <= 1'b0;
            prog_mask <= ioctl_addr[0]^(is_cpu|is_snd) ? 2'b10 : 2'b01;
        end
        if( ioctl_addr < FULL_HEADER ) begin
            if( !ioctl_addr ) game_cfg <= ioctl_dout;
            if( is_start ) starts  <= { starts[STARTW-9:0], ioctl_dout };
            prog_we <= 1'b0;
        end else if(!is_scr) begin
            prog_we <= 1'b1;
        end
    end
    else begin
        if(!downloading || sdram_ack) prog_we  <= 1'b0;
        else if( !prog_we ) begin
            if( !is_scr )
                scr_addr <= SCR_OFFSET;
            else if( scr_rewr ) begin
                prog_we       <= 1'b1;
                scr_rewr      <= scr_rewr<<1;
                prog_addr     <= scr_addr;
                if( scr_rewr[1] || scr_rewr[3] ) scr_addr <= scr_addr+1;
                casez( scr_rewr )
                    4'b0001: prog_data <= { prev_data[15:12], prev_data[ 7: 4] };
                    4'b0010: prog_data <= { prev_data[31:28], prev_data[23:20] };
                    4'b0100: prog_data <= { prev_data[11: 8], prev_data[ 3: 0] };
                    4'b1000: prog_data <= { prev_data[27:24], prev_data[19:16] };
                endcase
                prog_mask <= scr_rewr[0] || scr_rewr[2] ?  2'b10 : 2'b01;
            end
        end
    end
end
endmodule
==> design/flow/run.sh <==
#!/bin/bash
# OpenROAD 26Q1-2900-gdf79404cd8, Yosys 0.63+post, stock flow scripts
make -C /OpenROAD-flow-scripts/flow DESIGN_CONFIG=/design/flow/config.mk WORK_HOME=/design/flow/orfs finish
==> design/flow/config.mk <==
export PLATFORM = sky130hd
export DESIGN_NAME = jtsectionz_prom_we
export DESIGN_NICKNAME = jtsectionz_prom_we
export VERILOG_FILES = /design/flow/design.v
export SDC_FILE = /design/flow/constraint.sdc
export NUM_CORES = 4
export LEC_CHECK = 1
export CORE_UTILIZATION = 40
==> design/flow/constraint.sdc <==
current_design jtsectionz_prom_we

set clk_period 13.9
set clk_io_pct 0.2

create_clock -name clk0 -period $clk_period [get_ports {clk}]

set non_clock_inputs [all_inputs -no_clocks]
set_input_delay [expr $clk_period * $clk_io_pct] -clock clk0 $non_clock_inputs
set_output_delay [expr $clk_period * $clk_io_pct] -clock clk0 [all_outputs]
==> impl_metrics.tcl <==
# metrics dict for downstream scripts
set metrics [dict create \
    run_status "complete, no violations" \
    required_ps 14160 \
    vias 5995 \
    flop_cell "edfxtp_1" \
    wire_per_inst_um 17.4 \
    logic_family "simple AND/OR/NAND/NOR gates" \
    setup_viol 0 \
    rows 53 \
    worst_clock_skew_ps 11.2 \
    post_cts_buffers 0 \
    netlist_instances 774 \
    fin_cells 1155 \
    min_delay_path_depth 0 \
    ys_sh_mux_pct 1.38 \
    synth.distinct_cells 56 \
    area_growth_pct 20.3 \
    die_h_um 150 \
    synth.avg_cell_area_um2 11.4 \
    top_area_cell "edfxtp_1" \
    top_cell_area_share_pct 55.6 \
    yosys_area_um2 8800 \
    die_w_um 150 \
    met1Wirelength_mm 9.22 \
    dr_wl_met2_mm 9.11 \
    worstSetupEndpointType "register" \
    area_leaders "edfxtp_1, ha_1, nor2_1" \
    warnings 28 \
    ioPinCount 75 \
    grt_overflow 0 \
    r2r-start "starts[59]" \
    drc 0 \
    dp_hpwl_mm 14.7 \
    final.setup.tns_ps 0 \
    first_pass_iters 8 \
    crit_path_max_incr_delay_ps 730 \
    min_period_over_period_pct 68.6 \
    ys_sh_simple_pct 12.9 \
    cts_tree "done" \
    grt_setup_unrepaired "false" \
    chipArea_um2 22600 \
    hp-start "starts[23]" \
    ys_seq_share_pct 55.6 \
    maxCapViolCount 0 \
    first_global_vias 6007 \
    numCtsBuffers 17 \
    common_cells "edfxtp_1, nor2_1, ha_1" \
    r2r_setup_slack_ps 8470 \
    ys_ff 163 \
    crit_buf_inv 2 \
    fp-utilization_pct 41.3 \
    drt_iter0_markers 429 \
    cts_resized 0 \
    synth_warnings 1 \
    cts_root_buf "clkbuf_16" \
    path_max_fanout 29 \
    async_reset_ff_share_pct 0 \
    ir_drop_mv 0.0726 \
    p_per_area_nw_per_um2 106 \
    synth_area_um2 8800 \
    edf_count 163 \
    antenna_cells 0 \
    place.port_buffers 74 \
    cp.arrival_ps 9800 \
    worstSkewPairLatency_ps 430 \
    register_area_um2 4890 \
    wl_mm 20.1 \
    clock_sinks 163 \
    core-area_um2 21300 \
    crit_type "input port to register" \
    clkTransAtPathRegs_ps 70 \
    gp_congestion 0.932 \
    track_usage_pct 20.3 \
    p_leak_nw 4.11 \
    wl_met3_mm 1.57 \
    worstReg2RegEnd "prog_addr[17]" \
    critPathTopFamily "AND-OR/OR-AND gates" \
    topRoutingLayerUsed "met5" \
    fillerInstances 1871 \
    grt_max_degree 69 \
    final_antenna_net_count 0 \
    cts_max_level 4 \
    worst_pin_slew_ps 923 \
    layout_min_cycle_time_ps 9540 \
    dp_cells 1123 \
    viasPerCell 5.19 \
    hold_end "starts[31]" \
    top_cell "edfxtp_1" \
    ys_cells 774 \
    critPathLaunchType "input port" \
    xor_area_share_pct 4.48 \
    report.final.hold_viol_count 0 \
    drive_above_1_share_pct 8.41 \
    relSlewSlack_pct 38.0 \
    comb_area_um2 3580 \
    reg2reg_depth 20 \
    yosys.area_share.aoi_pct 11.0 \
    hold_path.class "register to register" \
    power.total_mw 1.13 \
    grt_pass1_wl_mm 32.2 \
    critical_path.slowest_cell "xnor2_1" \
    fa_ha_area_share_pct 10.6 \
    cp_common_cell "o21ai_0" \
    slew_viol_final 0 \
    hold_buffers 0 \
    antenna_found_initial 1 \
    clock.fmax_mhz 105 \
    clockBufferDepth 2 \
]
==> cell type report <==
type / count / area share [%]
timing repair buffer: 95 / 8.48
inverter: 69 / 2.45
multi-input combinational: 521 / 33.9
clock inverter: 15 / 1.73
clock buffer: 17 / 4.02
tap: 275 / 3.25
sequential: 163 / 46.2
==> cells by family (layout without fill, tap and decap cells) <==
family                     after synthesis  after routing
adders and majority gates               74             74
xor gates and xnor gates                45             45
DFF                                    163            163
and+or+nand+nor                        240            240
buffers and inverters                   90            196
AOI/OAI and AO/OA                      150            150
muxes                                   12             12
==> worst max-delay path by stage <==
stage	start	to	slack [ps]	depth (start not counted)
CTS	ioctl_addr[7]	prog_addr[19]	4380	25
global route	ioctl_addr[12]	prog_addr[19]	3840	26
finish	ioctl_addr[12]	prog_addr[17]	4360	25
==> cells in the final DEF, fill, tap and decap left out, types with 3 or more instances in the layout <==
cell type,instances
edfxtp_1,163
a21o_1,18
nor4b_1,4
a211oi_1,3
clkinv_8,5
or2_2,3
nand2_1,58
nor3_1,12
or3_1,3
nor2b_1,4
inv_1,68
o21ai_0,30
and2_1,5
inv_8,3
and3_1,7
nand3_1,21
nor4_1,4
a21oi_1,55
nand4_1,12
a222oi_1,8
ha_1,73
clkbuf_16,17
xnor2_1,17
xor2_1,28
mux2i_1,11
nand2b_1,6
buf_4,21
a31oi_1,11
clkdlybuf4s50_1,74
nor2_1,85
inv_6,4
or4_1,4
==> power breakdown <==
group	internal [mW]	switching, mW
clock network	0.245	0.228
logic	0.0460	0.0546
registers	0.550	0.00514
total	0.840	0.287
==> metrics by stage <==
step | util, % | hold WS [ps] | setup WS [ps] | cell area, um^2
finish | 49.7 | 449 | 4360 | 10600
floorplan | - | 425 | 3010 | 8800
detailed placement | 46.9 | 433 | 3960 | 9980
global placement | 46.9 | 431 | 3950 | 9980
CTS | 49.7 | 446 | 4380 | 10600
global route | 49.7 | 449 | 3840 | 10600
==> metal layers <==
| layer | global-route usage, % | vias to the layer above |
|---|---|---|
| met5 | 0 | - |
| met4 | 2.12 | 2 |
| met3 | 7.08 | 18 |
| met2 | 30.1 | 170 |
| met1 | 31.6 | 2787 |
| li1 | - | 3018 |
==> sequential cells by signal, summed over array words and instances, names as in the netlist <==
| register | count |
|---|---|
| scr_rewr | 4 |
| scr_addr | 22 |
| prog_addr | 22 |
| prog_we | 1 |
| prog_mask | 2 |
| game_cfg | 8 |
| prog_data | 8 |
| starts | 64 |
| prev_data | 32 |
==> worst register-to-register path, delay by kind of cell, from the launching register on <==
| family | cells | cell delay, ps |
|---|---|---|
| buffers and inverters | 2 | 310 |
| xor gates and xnor gates | 1 | 150 |
| AOI/OAI and AO/OA | 10 | 2640 |
| DFF | 1 | 380 |
| muxes | 1 | 90 |
| and+or+nand+nor | 3 | 760 |
| adders and majority gates | 3 | 960 |
Power figures rest on the tool's default switching activity, not on a simulated workload.
